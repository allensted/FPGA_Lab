==> config.mk <==
export PLATFORM = sky130hd
export DESIGN_NAME = control_unit
export DESIGN_NICKNAME = control_unit
export VERILOG_FILES = /design/flow/design.v
export SDC_FILE = /design/flow/constraint.sdc
export NUM_CORES = 4
export LEC_CHECK = 1
export CORE_UTILIZATION = 30
==> design.v <==
module control_unit (
	clk,rst,en,en_alu,en_ram_out,ins,
	offset_addr,en_ram_in,	
	en_rf_pulse,en_pc_pulse,reg_en,
	alu_in_sel,alu_func,pc_ctrl  		
);
input clk,rst,en,en_alu	,en_ram_out;	
input [15:0] ins;
output en_ram_in,en_rf_pulse,en_pc_pulse,alu_in_sel;	
output [7:0]	offset_addr;
output [3:0]	reg_en;
output [2:0]	alu_func;
output [1:0]	pc_ctrl;
wire [15:0] ir_out ;
wire	en_out ;
reg [7:0] offset_addr;
ir ir1 (
	.clk(clk),
	.rst(rst),
	.ins(ins),
	.en_in(en_ram_out),
	.en_out(en_out),
	.ir_out(ir_out)
);
state_transition state_transition1(
	.clk(clk),
	.rst(rst),
	.en_in(en),
	.en1(en_out),
	.en2(en_alu),
	.rd(ir_out[11:10]),
	.opcode(ir_out[15:12]),
	.en_fetch_pulse(en_ram_in),
	.en_rf_pulse(en_rf_pulse),
	.en_pc_pulse(en_pc_pulse),
	.pc_ctrl(pc_ctrl) ,
	.reg_en(reg_en) ,
	.alu_in_sel(alu_in_sel)	,
	.alu_func(alu_func)			
);
always @ (en_out,ir_out) 
begin
	offset_addr = ins[7:0];
end
endmodule
module ir(
	clk,
	rst,
	ins,
	en_in,
	en_out,
	ir_out);
input clk,rst;
input [15:0] ins;
input en_in;
output reg en_out;
output reg [15:0] ir_out;
always @ (posedge clk or negedge rst) begin
	if(!rst) 
		begin
			ir_out <= 16'b000000000000;
			en_out <= 1'b1;
		end
	else 
		begin
			if(en_in) 
				begin
					en_out <= 1'b1;
					ir_out <= ins;
				end
			else 
				en_out <= 1'b0;
		end
end
endmodule
module state_transition(
	input en1,en2,
	input en_in,
	input[3:0] opcode,
	input[1:0] rd,
	input clk,rst,
	output reg[2:0] alu_func,
	output reg alu_in_sel,en_fetch_pulse,
	en_pc_pulse,en_rf_pulse,
	output reg[1:0] pc_ctrl,
	output reg[3:0] reg_en
);
reg en_fetch_reg,en_fetch;
reg en_rf_reg,en_rf;
reg en_pc_reg,en_pc;
reg [3:0] current_state,next_state;
parameter Initial = 4'b0000;
parameter Fetch = 4'b0001;
parameter Decode = 4'b0010;
parameter Execute_Movel = 4'b0011;
parameter Execute_Move2 = 4'b0100;
parameter Execute_Add1 = 4'b0101;
parameter Execute_Add2 = 4'b0110;
parameter Execute_Sub = 4'b0111;
parameter Execute_And = 4'b1000;
parameter Execute_Or = 4'b1001;
parameter Execute_Jump = 4'b1010;
parameter Execute_Leftshift = 4'b1011;
parameter Execute_Rightshift = 4'b1100;
parameter Write_back = 4'b1101;
always @ (posedge clk or negedge rst) 
begin
	if(!rst)
		current_state = Initial;
	else 
		current_state = next_state;
end
always @ (current_state or en_in or en1 or en2 or opcode) 
begin
	case (current_state)
		Initial: 
		begin
			if(en_in)
				next_state = Fetch;
			else
				next_state = current_state;
		end
		Fetch: 
		begin
			if(en1) 
				next_state = Decode;
			else
				next_state = current_state;
		end
		Decode: 
		begin
			case(opcode) 
				4'b0000: next_state = Execute_Movel;
				4'b0001: next_state = Execute_Move2;
				4'b0010: next_state = Execute_Add1;
				4'b0011: next_state = Execute_Add2;
				4'b0100: next_state = Execute_Sub;
				4'b0101: next_state = Execute_And;
				4'b0110: next_state = Execute_Or;
				4'b0111: next_state = Execute_Jump;
				4'b1000: next_state = Execute_Leftshift;
				4'b1001: next_state = Execute_Rightshift;
				default: next_state = current_state;
			endcase
		end
		Execute_Movel: 
		begin
			if(en2)
				next_state = Write_back;
			else
				next_state = current_state;
		end
		Execute_Move2: 
		begin
			if(en2)
				next_state = Write_back;
			else
				next_state = current_state;
		end
		Execute_Add1: 
		begin
			if(en2)
				next_state = Write_back;
			else
				next_state = current_state;
		end
		Execute_Add2: 
		begin
			if(en2)
				next_state = Write_back;
			else
				next_state = current_state;
		end
		Execute_Sub: 
		begin
			if(en2)
				next_state = Write_back;
			else
				next_state = current_state;
		end
		Execute_And: 
		begin
			if(en2)
				next_state = Write_back;
			else
				next_state = current_state;
		end	
		Execute_Or: 
		begin
			if(en2)
				next_state = Write_back;
			else
				next_state = current_state;
		end
		Execute_Leftshift: 
		begin
			if(en2)
				next_state = Write_back;
			else
				next_state = current_state;
		end
		Execute_Rightshift:
		begin
			if(en2)
				next_state = Write_back;
			else
				next_state = current_state;
		end
		Execute_Jump: 
			next_state = Fetch;
		Write_back:
			next_state = Fetch;
		default: 
			next_state = current_state;
	endcase
end
always @ (clk or rst or next_state) 
begin
	if(!rst) 
	begin
		en_fetch = 1'b0;
		en_rf = 1'b0;
		en_pc = 1'b0;
		pc_ctrl = 2'b00;
		reg_en = 4'b0000;
		alu_in_sel = 1'b0;
		alu_func = 3'b000;
	end
	else 
	begin
		case (next_state)
			Initial: 
			begin
				en_fetch = 1'b0;
				en_rf = 1'b0;
				en_pc = 1'b0;
				pc_ctrl = 2'b00;
				reg_en = 4'b0000;
				alu_in_sel = 1'b0;
				alu_func = 3'b000;
			end
			Fetch: 
			begin
				en_fetch = 1'b1;
				en_rf = 1'b0;
				en_pc = 1'b1;
				pc_ctrl = 2'b01;
				reg_en = 4'b0000;
				alu_in_sel = 1'b0;
				alu_func = 3'b000;
			end
			Decode: 
			begin
				en_fetch = 1'b0;
				en_rf = 1'b0;
				en_pc = 1'b0;
				pc_ctrl = 2'b00;
				reg_en = 4'b0000;
				alu_in_sel = 1'b0;
				alu_func = 3'b000;
			end
		Execute_Movel: 
			begin
				en_fetch = 1'b0;
				en_rf = 1'b0;
				en_pc = 1'b1;
				pc_ctrl = 2'b10;
				reg_en = 4'b0010;
				alu_in_sel = 1'b0;
				alu_func = 3'b000;
			end
		Execute_Move2: 
			begin
				en_fetch = 1'b0;
				en_rf = 1'b0;
				en_pc = 1'b1;
				pc_ctrl = 2'b10;
				reg_en = 4'b0100;
				alu_in_sel = 1'b1;
				alu_func = 3'b000;
			end
		Execute_Add1: 
			begin
				en_fetch = 1'b0;
				en_rf = 1'b0;
				en_pc = 1'b1;
				pc_ctrl = 2'b10;
				reg_en = 4'b0100;
				alu_in_sel = 1'b0;
				alu_func = 3'b001;
			end
		Execute_Add2: 
			begin
				en_fetch = 1'b0;
				en_rf = 1'b0;
				en_pc = 1'b1;
				pc_ctrl = 2'b10;
				reg_en = 4'b0010;
				alu_in_sel = 1'b1;
				alu_func = 3'b000;
			end
		Execute_Sub: 
			begin
				en_fetch = 1'b0;
				en_rf = 1'b0;
				en_pc = 1'b1;
				pc_ctrl = 2'b10;
				reg_en = 4'b0010;
				alu_in_sel = 1'b1;
				alu_func = 3'b010;
			end
		Execute_And: 
			begin
				en_fetch = 1'b0;
				en_rf = 1'b0;
				en_pc = 1'b1;
				pc_ctrl = 2'b10;
				reg_en = 4'b0010;
				alu_in_sel = 1'b1;
				alu_func = 3'b011;
			end	
		Execute_Or: 
			begin
				en_fetch = 1'b0;
				en_rf = 1'b0;
				en_pc = 1'b1;
				pc_ctrl = 2'b10;
				reg_en = 4'b0010;
				alu_in_sel = 1'b1;
				alu_func = 3'b100;
			end
		Execute_Leftshift: 
			begin
				en_fetch = 1'b0;
				en_rf = 1'b0;
				en_pc = 1'b1;
				pc_ctrl = 2'b10;
				reg_en = 4'b0001;
				alu_in_sel = 1'b1;
				alu_func = 3'b101;
			end
		Execute_Rightshift:
			begin
				en_fetch = 1'b0;
				en_rf = 1'b0;
				en_pc = 1'b1;
				pc_ctrl = 2'b10;
				reg_en = 4'b0001;
				alu_in_sel = 1'b1;
				alu_func = 3'b110;
			end
		Execute_Jump: 
			begin
				en_fetch = 1'b0;
				en_rf = 1'b0;
				en_pc = 1'b1;
				pc_ctrl = 2'b10;
				reg_en = 4'b0000;
				alu_in_sel = 1'b0;
				alu_func = 3'b000;
			end
		Write_back:
			begin
				case(reg_en)
					4'b0001:en_rf = 1'b1;
					4'b0010:en_rf = 1'b1;
					4'b0100:en_rf = 1'b1;
					4'b1000:en_rf = 1'b1;
					4'b0000:en_rf = 1'b1;
					default:en_rf = 1'b0;
				endcase
			end
		default: 
			begin
				en_fetch = 1'b0;
				en_rf = 1'b0;
				en_rf = 1'b0;
				en_pc = 1'b0;
				pc_ctrl = 2'b00;
				reg_en = 4'b0000;
				alu_in_sel = 1'b0;
				alu_func = 3'b000;
			end
		endcase
	end
end
always @ (posedge clk or negedge rst) 
begin
	if(!rst) 
	begin
		en_fetch_reg <= 1'b0;
		en_pc_reg <= 1'b0;
		en_rf_reg <= 1'b0;
	end
	else 
	begin
		en_fetch_reg <= en_fetch;
		en_pc_reg <= en_pc;
		en_rf_reg <= en_rf;
	end
end
always @ (en_fetch or en_fetch_reg)
	en_fetch_pulse = en_fetch & (~en_fetch_reg);
always @ (en_pc_reg or en_pc)
	en_pc_pulse = en_pc & (~en_pc_reg);
always @ (en_rf_reg or en_rf)
	en_rf_pulse = en_rf & (~en_rf_reg);
endmodule
==> run.sh <==
#!/bin/bash
# OpenROAD 26Q1-2900-gdf79404cd8, Yosys 0.63+post, stock flow scripts
make -C /OpenROAD-flow-scripts/flow DESIGN_CONFIG=/design/flow/config.mk WORK_HOME=/design/flow/orfs finish
==> constraint.sdc <==
current_design control_unit

set clk_period 2.8
set clk_io_pct 0.2

create_clock -name clk0 -period $clk_period [get_ports {clk}]

set non_clock_inputs [all_inputs -no_clocks]
set_input_delay [expr $clk_period * $clk_io_pct] -clock clk0 $non_clock_inputs
set_output_delay [expr $clk_period * $clk_io_pct] -clock clk0 [all_outputs]
==> impl_metrics.json <==
{
  "die_height_um": 71.83,
  "place_congestion": 0.9022,
  "grt_antenna_before_repair": 0,
  "dr.pass1.iters": 4,
  "log.warning_count": 29,
  "placed_cell_area_um2": 1752,
  "clkTransAtPathRegs_ns": 0.08,
  "ant_nets": 0,
  "critPathLaunchType": "flip-flop",
  "synthMuxAreaShare_pct": 5.218,
  "required_ns": 2.24,
  "drtIter0Drc": 66,
  "slew_headroom_pct": 45.91,
  "slew_viol_final": 0,
  "final_area_um2": 1961,
  "synth.logic.top_family": "simple AND/OR/NAND/NOR gates",
  "die_area_um2": 5159,
  "mi_logic_area_um2": 695.7,
  "untimed_endpoints": 21,
  "grt_pass1_wl_mm": 5.423,
  "finalCritPeriodShare_pct": 94.08,
  "p_per_area_nw_per_um2": 583.0,
  "cts-root-buf": "clkbuf_8",
  "dp.cells": 225,
  "yosys.area_share.aoi_pct": 16.94,
  "postSynth.asyncResetShare_pct": 68.75,
  "clk_path_buf_depth": 2,
  "drc": 0,
  "coreArea_um2": 4692,
  "simple_gate_share_pct": 18.22,
  "hold_violations": 0,
  "ys.flops": 32,
  "unclocked_regs": 10,
  "cp_max_fo": 2,
  "insertion_delay_ns": 0.26,
  "drive_above_1_share_pct": 30.60,
  "drt-total-wl_mm": 3.082,
  "post-place-ws_ns": -0.3465,
  "nFillCells": 432,
  "diodes": 0,
  "fmaxAchievable_mhz": 379.6,
  "cts_htree_levels": 1,
  "finalSetupViolations": 0,
  "regArea_um2": 705.7,
  "vias": 1213,
  "grt_use_total_pct": 13.33,
  "ir_worst_vdd_uv": 275.0,
  "skew_ns": 0.001363,
  "drv_cap": 0,
  "cts.hold.buffers_added": 0,
  "status": "complete, no violations",
  "worstPathArrival_ns": 2.07,
  "fp_util_pct": 31.17,
  "rsz0062_at_grt": "no",
  "cts_made_buffers": 3,
  "io_pins": 42,
  "wl_per_cell_um": 13.00,
  "yosys.area_share.adder_pct": 0.6843,
  "grt_pass1_vias": 1179,
  "power_leakage_uw": 0.0008259,
  "hold-worst-slack_ns": 0.4983,
  "vias_per_cell": 5.118,
  "die-width_um": 71.83,
  "synth_area_um2": 1463,
  "setup.worst_path.end_class": "output pin",
  "finalCriticalPeriod_ns": 2.634,
  "hpwl_mm": 2.228,
  "ys_cells": 149,
  "areaGrowthSynthToFinish_pct": 34.05,
  "yosysWarnings": 3,
  "synth-edff-count": 0,
  "grt_remaining_overflow": 0,
  "largest_register_ffs": 14,
  "tightest_slew_ns": 0.8039,
  "min_path_type": "flip-flop to flip-flop",
  "netlist_instances": 149,
  "num_rows": 25,
  "xor_area_share_pct": 0,
  "path_class": "flip-flop to output pin",
  "ff_type": "dfrtp_1",
  "synthDistinctLibCells": 45,
  "fin_cells": 237,
  "grt_start_max_net_pins": 27,
  "cts_tree": "done",
  "fin_ws_ns": 0.1657,
  "io_buffers": 20,
  "syn_area_per_cell_um2": 9.816,
  "synth_chip_area_um2": 1463
}
layout by cell type (no fill, tap or decap), types with 4 or more instances in the layout:
cell type	n
a21oi_1	5
buf_4	25
clkbuf_8	4
clkdlybuf4s50_1	17
dfrtp_1	18
dlxtn_1	10
inv_1	11
mux2_2	4
nand2_1	4
nand3_1	7
nor2_1	9
nor3_1	5
o22ai_1	9
per-layer routing:
metal / global-route usage, % / wire (um)
met1: 19.86 / 1489
met3: 2.425 / 131
met4: 1.089 / 14
met2: 21.80 / 1447
met5: 0 / 0
repair_timing:
action,in CTS,in global routing
endpoints found under the setup margin,1,0
gates resized,24,0
buffers inserted,8,0
path summary, 6_finish.rpt:
path                                                              start                                            to  slack [ns]  cells past startpoint
max in group asynchronous                                           rst                          ir1.en_out$_DFF_PN1_        1.80                      2
min reg2reg                state_transition1.current_state[0]$_DFF_PN1_  state_transition1.current_state[0]$_DFF_PN1_        0.50                      1
min in group asynchronous                                           rst      state_transition1.en_fetch_reg$_DFF_PN0_        0.71                      2
min                        state_transition1.current_state[0]$_DFF_PN1_  state_transition1.current_state[0]$_DFF_PN1_        0.50                      1
max                        state_transition1.current_state[3]$_DFF_PN0_                                   en_rf_pulse        0.17                      6
max reg2reg                state_transition1.current_state[3]$_DFF_PN0_         state_transition1.en_rf_reg$_DFF_PN0_        0.99                      6
final cells by class:
type	instances	share of cell area [%]
Inverter	11	2.106
Multi-Input combinational cell	90	35.48
Timing Repair Buffer	46	20.17
Clock buffer	4	2.808
Sequential cell	32	35.99
Tap cell	54	3.446
kinds of logic (layout without fill, tap and decap cells):
family / count (synthesis) / count (layout)
multiplexers: 7 / 7
latches: 10 / 10
adder cells (fa/ha/maj): 1 / 1
flip-flops: 22 / 22
AND/OR/NAND/NOR: 47 / 47
buffers and inverters: 27 / 61
AND-OR/OR-AND: 34 / 34
other: 1 / 1
worst max-delay path: stages, from the launching register on:
cell	delay, ns
dfrtp_1	0.39
o41a_1	0.46
nor2_1	0.11
or4b_4	0.50
nand3_4	0.09
nor4_2	0.05
dlygate4sd2_1	0.23
Yosys cell counts (all sizes together) (2+ instances only):
cell type	instances	share of area [%]
dfrtp	20	34
buf	13	6.6
inv	11	2.8
dlxtn	10	10
nor2	9	2.3
o22ai	9	3.8
nand3	8	2.7
a21oi	6	2.1
mux2	5	3.8
nand2	5	1.3
nor3	5	1.7
nor4	4	1.7
a211oi	3	1.5
nand2b	3	1.3
nor2b	3	1.3
o211ai	3	1.9
clkbuf	2	0.51
dfstp	2	3.6
mux2i	2	1.4
nand3b	2	1.0
o2111ai	2	1.2
o21ai	2	0.68
through the flow:
step           utilization (%)  power [uW]  TNS, ns
6_report                 41.79        1143        0
3_3_place_gp             37.33       821.1  -0.3561
4_1_cts                  41.79        1145        0
5_1_grt                  41.79        1218        0
2_1_floorplan                -       692.0        0
3_5_place_dp             37.33       824.3  -0.3465
power by group:
group | internal, uW | switching (uW)
logic | 251 | 273
clock network | 125 | 101
registers | 370 | 22.3
Power figures rest on the tool's default switching activity, not on a simulated workload.
